==> design/flow/design.v <==
`timescale 1ns/1ns
module vendingMachine(clock, reset, coin_c, MnM, KitKat, Lays, Doritos, Coke, prod_out, hex0, hex1, hex2, hex3, hex4, hex5, change);
	input clock;
	input reset;
	input wire [2:0]coin_c;
	input MnM, KitKat, Lays, Doritos, Coke;
	output reg prod_out;
	output reg [7:0] hex0, hex1, hex2, hex3, hex4, hex5;
	reg [2:0]state,next_state;
	reg prod; 
	output reg [2:0]change;
	wire out_en;
	wire [63:0] out;
	wire A, B, C, D, E;
	wire [2:0]coin;
	parameter [2:0] zero=3'b000;
	parameter [2:0] nickel=3'b001;
	parameter [2:0] dime=3'b010;
	parameter [2:0] nickel_dime=3'b011;
	parameter [2:0] dime_dime=3'b100;
	parameter [2:0] quarter=3'b101;
	parameter [2:0] IDLE=3'b000;
	parameter [2:0] FIVE=3'b001;
	parameter [2:0] TEN=3'b010;
	parameter [2:0] FIFTEEN=3'b011;
	parameter [2:0] TWENTY=3'b100;
	parameter [2:0] TWENTYFIVE=3'b101;
	parameter [2:0] THIRTY = 3'b110;
	parameter [2:0] Ni = 3'b001;
	parameter [2:0] Di = 3'b010;
	parameter [2:0] Qu = 3'b100;
	debounce Adb(MnM,clock,reset,A);
	debounce Bdb(KitKat,clock,reset,B);
	debounce Cdb(Lays,clock,reset,C);
	debounce Ddb(Doritos,clock,reset,D);
	debounce Edb(Coke,clock,reset,E);
	debounce Dimedb(coin_c[1],clock,reset,coin[1]);
	debounce Nickeldb(coin_c[0],clock,reset,coin[0]);
	debounce Quarterdb(coin_c[2],clock,reset,coin[2]);
	always @(state or coin)
	begin 
	case(state)
		IDLE: case(coin) 
			Ni: next_state=FIVE;
			Di: next_state=TEN;
			Qu: next_state=TWENTYFIVE;
			default: next_state=IDLE;
	endcase
		FIVE: case(coin) 
			Ni: next_state=TEN;
			Di: next_state=FIFTEEN;
			Qu: next_state=TWENTYFIVE; 
			default: next_state=FIVE;
	endcase
		TEN: case(coin) 
			Ni: next_state=FIFTEEN;
			Di: next_state=TWENTY;
			Qu: next_state=TWENTYFIVE;
			default: next_state=TEN;
	endcase
		FIFTEEN: case(coin)
			Ni: next_state=TWENTY;
			Di: next_state=TWENTYFIVE;
			Qu: next_state=TWENTYFIVE; 
			default: next_state=FIFTEEN;
	endcase
		TWENTY: case(coin) 
			Ni: next_state=TWENTYFIVE;
			Di: next_state=THIRTY; 
			Qu: next_state=TWENTYFIVE; 
			default: next_state=TWENTY;
	endcase
		TWENTYFIVE: next_state=TWENTYFIVE;
		THIRTY: next_state=THIRTY;
		default : next_state=IDLE;
	endcase
	end
	always @(posedge clock)
	begin 
		if(reset) begin
			state <= IDLE;
		end
		else begin 
			state <= next_state;end
		end
	reg [4:0] prod_flag;
	always @(posedge clock)
	begin
		if(reset) begin
			prod_flag <= 5'b00000;
			end
		else begin
			case({A,B,C,D,E})
				5'b00001: prod_flag <= 5'b00001;
				5'b00010: prod_flag <= 5'b00010;
				5'b00100: prod_flag <= 5'b00100;
				5'b01000: prod_flag <= 5'b01000;
				5'b10000: prod_flag <= 5'b10000;
				default : prod_flag <= prod_flag;
			endcase
		end
	end
	always @(posedge clock)
	begin
		if(reset)
			prod_out <= 1'b0;
		else if(prod==1'b1)
			prod_out <= 1'b1;
		else 
			prod_out <= prod_out;
	end
	always @ (state or prod_flag) begin
	if(prod_flag==5'b00000) begin
		prod <= 1'b0;
		hex5 <= 8'b10111111; hex4 <= 8'b10111111;
		hex3 <= 8'b10111111;hex2 <= 8'b10111111;
		hex1 <= 8'b10111111;hex0 <= 8'b10111111;
	end
	if (prod_flag==5'b00001) begin
		hex5 <= 8'b10100100; hex4 <= 8'b10010010;
		case (state)
			IDLE: begin 
				prod <= 1'b0; 
				change <=3'd0;
				hex3 <= 8'b10111111; hex2 <= 8'b10111111;
				hex1 <= 8'b10111111; hex0 <= 8'b10111111;
			end
			FIVE: begin 
				prod <= 1'b0;
				hex3 <= 8'b11000000; hex2 <= 8'b10010010;
				if (coin==quarter) begin 
					change <=nickel;
					hex3 <= 8'b10110000; hex2 <= 8'b11000000; 
					hex1 <= 8'b11000000; hex0 <= 8'b10010010;
				end
				else begin 
					change <=3'd0;
					hex1 <= 8'b11111001; hex0 <= 8'b10101011; 
				end 
			end
			TEN: begin 
				prod <= 1'b0;
				hex3 <= 8'b11111001; hex2 <= 8'b11000000;
				if (coin==quarter) begin 
					hex3 <= 8'b10110000; hex2 <= 8'b10010010;
					change <=dime;
					hex1 <= 8'b11111001; hex0 <= 8'b11000000; 
				end 
				else begin 
				change <= 3'd0; 
				hex1 <= 8'b11111001; hex0 <= 8'b10101011;
				end 
			end
			FIFTEEN : begin 
				prod <= 1'b0;
				hex3 <= 8'b11111001; hex2 <= 8'b10010010; 
				if (coin==quarter) begin 
					change <=nickel_dime; 
					hex3 <= 8'b10011001; hex2 <= 8'b11000000; 
					hex1 <= 11111001; hex0 <= 10010010; 
				end 
				else begin 
					change <= 3'd0; 
					hex1 <= 8'b11111001; hex0 <= 8'b10101011;
				end 
			end
			TWENTY : begin 
				prod <= 1'b0;
				hex3 <= 8'b10100100; hex2 <= 8'b11000000; 
				if (coin==dime) begin 
					change <=nickel; 
					hex3 <= 8'b10110000; hex2 <= 8'b11000000; 
					hex1 <= 8'b11000000; hex0 <= 8'b10010010;
				end 
				else if (coin==quarter) begin 
					hex3 <= 8'b10011001; hex2 <= 8'b10010010; 
					change <=dime_dime; 
					hex1 <= 8'b10100100; hex0 <= 8'b11000000;
				end 
				else begin 
					change <= 3'd0; 
					hex1 <= 8'b11111001; hex0 <= 8'b10101011;
				end 
			end
			TWENTYFIVE : begin 
				prod <= 1'b1; change <=3'd0; 
				hex3 <= 8'b10100100; hex2 <= 8'b10010010; 
				hex1 <= 8'b11000000; hex0 <= 8'b11000000; 
			end
			THIRTY : begin 
				prod <= 1'b1; change <= nickel; 
				hex3 <= 8'b10110000; hex2 <= 8'b11000000;
				hex1 <= 8'b11000000; hex0 <= 8'b10010010;
			end
			default: prod <= 1'b0;
		endcase
	end
	if (prod_flag==5'b00010) begin
		hex5 <= 8'b10100100; hex4 <= 8'b11000000;
		case (state) 
			IDLE: begin 
				prod <= 1'b0; change <=3'd0; 
				hex3 <= 8'b10111111; hex2 <= 8'b10111111; 
				hex1 <= 8'b10111111; hex0 <= 8'b10111111; 
			end
			FIVE: begin 
				prod <= 1'b0; 
				hex3 <= 8'b11000000; hex2 <= 8'b10010010;
				if (coin==quarter) begin 
					change <=dime; 
					hex3 <= 8'b10110000; hex2 <= 8'b11000000; 
					hex1 <= 8'b11111001; hex0 <= 8'b11000000;
				end 
				else begin 
					change <=3'd0; 
					hex1<= 8'b11111001; hex0 <= 8'b10101011; 
				end 
			end
			TEN: begin 
				prod <= 1'b0; 
				hex3 <= 8'b11111001; hex2 <= 8'b11000000; 
				if (coin==quarter) begin 
					change <=nickel_dime; 
					hex3 <= 8'b10110000; hex2 <= 8'b10010010; 
					hex1 <= 8'b11111001; hex0 <= 8'b10010010; 
				end  
				else begin 
					change <= 3'd0; 
					hex1<= 8'b11111001; hex0 <= 8'b10101011; 
				end  
			end
			FIFTEEN : begin 
				prod <= 1'b0; 
				hex3 <= 8'b11111001; hex2 <= 8'b10010010; 
				if(coin==dime) begin 
					change <=nickel; 
					hex3 <= 8'b10100100; hex2 <= 8'b10010010; 
					hex1 <= 8'b11000000; hex0 <= 8'b10010010;
				end 
				else if(coin==quarter) begin 
					change<= dime_dime; 
					hex3 <= 8'b10011001; hex2 <= 8'b11000000; 
					hex1<= 8'b10100100; hex0 <= 8'b11000000;
				end 
				else begin 
					change <= 3'd0; 
					hex1<= 8'b11111001; hex0 <= 8'b10101011; 
				end 
			end
			TWENTY : begin 
				prod <= 1'b1; change<= 3'd0; 
				hex3 <= 8'b10100100; hex2 <= 8'b11000000; 
				hex1 <= 8'b11000000; hex0 <= 8'b11000000;
			end
			TWENTYFIVE : begin 
				prod <= 1'b1; change <=nickel; 
				hex3 <= 8'b10100100; hex2 <= 8'b10010010; 
				hex1 <= 8'b11000000; hex0 <= 8'b10010010; 
			end
			default: prod <= 1'b0;
		endcase
	end
	if (prod_flag==5'b00100) begin
		hex5 <= 8'b11111001; hex4 <= 8'b10010010;
		case (state)
			IDLE: begin 
				prod <= 1'b0; change <=3'd0; 
				hex3 <= 8'b10111111; hex2 <= 8'b10111111; 
				hex1 <= 8'b10111111; hex0 <= 8'b10111111;
			end
			FIVE: begin 
				prod <= 1'b0; 
				hex3 <= 8'b11000000; hex2 <= 8'b10010010;
				if (coin==quarter) begin 
					change <=nickel_dime; 
					hex3 <= 8'b10110000; hex2 <= 8'b11000000; 
					hex1 <= 8'b11111001; hex0 <= 8'b10100100;
				end 
				else begin 
					change <=3'd0; 
					hex1 <= 8'b11111001; hex0 <= 8'b10101011;
				end  
			end
			TEN: begin 
				prod <= 1'b0;
				hex3 <= 8'b11111001; hex2 <= 8'b11000000;
				if(coin==dime) begin 
					change <=nickel; 
					hex3 <= 8'b10100100; hex2 <= 8'b11000000;
					hex1 <= 8'b11000000;hex0 <= 8'b10010010; end
				else if(coin==quarter) begin
					change<= dime_dime; 
					hex3 <= 8'b10110000; hex2 <= 8'b10010010;
					hex1 <= 8'b10100100; hex0 <= 8'b11000000; end
				else begin change <=3'd0;
				hex1 <= 8'b11111001; hex0 <= 8'b10101011; 
				end 
			end
			FIFTEEN : begin 
				prod <= 1'b1;change<= 3'd0; 
				hex3 <= 8'b11111001; hex2 <= 8'b10010010; 
				hex1 <= 8'b11000000; hex0 <= 8'b11000000;
			end
			TWENTY : begin 
				prod <= 1'b1; change<= nickel;
				hex3 <= 8'b10100100; hex2 <= 8'b11000000; 
				hex1 <= 8'b11000000; hex0 <= 8'b10010010; 
			end
			TWENTYFIVE : begin 
				prod <= 1'b1; change <=dime;
				hex3 <= 8'b10100100; hex2 <= 8'b10010010;
				hex1 <= 8'b11111001; hex0 <= 8'b11000000;
			end
			default: prod <= 1'b0;
		endcase
	end
	if (prod_flag==5'b01000) begin
		hex5 <= 8'b11111001; hex4 <= 8'b11000000;
		case (state) 
			IDLE: begin 
				prod <= 1'b0; change <= 3'd0;
				hex3 <= 8'b10111111; hex2 <= 8'b10111111; 
				hex1 <= 8'b10111111; hex0 <= 8'b10111111;
			end
			FIVE: begin 
				prod <= 1'b0; 
				hex3 <= 8'b11000000; hex2 <= 8'b10010010; 
				if (coin==quarter) begin 
					change <=dime_dime; 
					hex3 <= 8'b10110000; hex2 <= 8'b11000000; 
					hex1 <= 8'b10100100; hex0 <= 8'b11000000; 
				end else begin 
					change <=3'd0; 
					hex1 <= 8'b11111001; hex0 <= 8'b10101011;
				end 
			end
			TEN: begin 
				prod <= 1'b1; change <= 3'd0; 
				hex3 <= 8'b11111001; hex2 <= 8'b11000000; 
				hex1 <= 8'b11000000; hex0 <= 8'b11000000; 
			end
			TWENTYFIVE : begin 
				prod <= 1'b1; change <=nickel_dime; 
				hex3 <= 8'b10100100; hex2 <= 8'b10010010; 
				hex1 <= 8'b11111001; hex0 <= 8'b10010010; 
			end
			default: prod <= 1'b0;
		endcase
	end
	if (prod_flag==5'b10000) begin
		hex5 <= 8'b11000000; hex4 <= 8'b10010010;
		case (state) 
		IDLE: begin 
			prod <= 1'b0; change <=3'd0; 
			hex3 <= 8'b10111111; hex2 <= 8'b10111111; 
			hex1 <= 8'b10111111; hex0 <= 8'b10111111; 
		end
		FIVE: begin 
			prod <= 1'b1; change <= 3'd0;
			hex3 <= 8'b11000000; hex2 <= 8'b10010010; 
			hex1 <= 8'b11000000; hex0 <= 8'b11000000; 
		end
		TEN: begin 
			prod <= 1'b1; change <= nickel; 
			hex3 <= 8'b11111001; hex2 <= 8'b11000000; 
			hex1 <= 8'b11000000; hex0 <= 8'b10010010; 
		end
		TWENTYFIVE : begin 
			prod <= 1'b1; change <= dime_dime;
			hex3 <= 8'b10100100; hex2 <= 8'b10010010; 
			hex1 <= 8'b10100100; hex0 <= 8'b11000000; 
		end
		default: prod <= 1'b0; 
		endcase
	end
	end
endmodule
module debounce(in,clk,reset,out);
	input in,clk,reset;
	output out;
	reg dff1,dff2;
	always @(posedge clk)
	begin
		if(reset)
			{dff2,dff1} <= 2'b00;
		else
			{dff2,dff1} <= {dff1,in};
	end
	assign out = (dff1 & ~dff2);
endmodule
==> design/flow/run.sh <==
#!/bin/bash
# OpenROAD 26Q1-2900-gdf79404cd8, Yosys 0.63+post, stock flow scripts
make -C /OpenROAD-flow-scripts/flow DESIGN_CONFIG=/design/flow/config.mk WORK_HOME=/design/flow/orfs finish
==> design/flow/config.mk <==
export PLATFORM = sky130hd
export DESIGN_NAME = vendingMachine
export DESIGN_NICKNAME = vendingMachine
export VERILOG_FILES = /design/flow/design.v
export SDC_FILE = /design/flow/constraint.sdc
export NUM_CORES = 4
export LEC_CHECK = 1
export CORE_UTILIZATION = 30
==> design/flow/constraint.sdc <==
current_design vendingMachine

set clk_period 2.7
set clk_io_pct 0.2

create_clock -name clk0 -period $clk_period [get_ports {clock}]

set non_clock_inputs [all_inputs -no_clocks]
set_input_delay [expr $clk_period * $clk_io_pct] -clock clk0 $non_clock_inputs
set_output_delay [expr $clk_period * $clk_io_pct] -clock clk0 [all_outputs]
==> impl_metrics.toml <==
# physical design summary
[outcome]
status = "finished, final reports clean"

[critical_path]
worst_path_max_delay_cell = "nand3_1"
cpPeakStageDelay_ns = 0.54
crit_chain = "nor2b_1, nand3_1, nor3b_1, a221o_1"
crit_buf_inv = 0
cp_max_fo = 12
crit_required_ns = 2.91
startpoint_type = "flip-flop"
r2r_slack_ns = 0.87
cp-end-kind = "flip-flop"
critPathArrivalTime_ns = 2.04
crit_family = "simple AND/OR/NAND/NOR gates"
path_class = "reg2reg"

[global_routing]
antenna_found_initial = 0
grtUsageTotal = 0.2084
grt_pass1_vias = 3841
grt_max_degree = 31
gr-total-overflow = 0
grt_pass1_wl_um = 21040

[drt]
n_antenna_cell = 0
drcViolationCount = 0
via_per_inst = 5.701
firstDrtPassIters = 5
wl_um = 13280
drt_iter0_markers = 381
post_drt_wl_per_cell_um = 18.07
ant_nets = 0
vias = 4190

[yosys]
ys.flop_type = "dlxtn_1"
yosys-stat-cells = 536
yosys_area_sq_um = 3816
syn_area_sq_um = 3816
syn_avg_cell_area_sq_um = 7.120
synth_flops = 73
ys_warn_count = 40
synth-edff-count = 0
synth_cells = 536
synthArstFlopShare = 0
synth_cell_types = 68

[sta]
tightest_slew_ns = 0.9056
slew_viol_final = 0
unclocked_pins = 43
rsz0062_at_grt = "no"
finClkSkew_ns = 0.005375
hold_violations = 0
max_slew_margin = 0.3956
untimed_endpoints = 92
fmax_mhz = 546.7
period_used_share = 0.6775
fin_crit_ns = 1.829
setup_tns_ns = 0
report.final.setup_viol = 0

[die]
die_y_um = 114.8
ios = 62
fp_util = 0.3125
rows = 40
coreArea_sq_um = 12210
die_x_um = 114.8
die_area_sq_um = 13180

[run]
maxCapViolations = 0
tool_warnings = 25

[finish]
area_delta_synth_final_pct = 22.49
mostFrequentLayoutCell = "nor2_1"
final_util = 0.3828
drive_above_1_share = 0.07055
lay_top_cells = "70 x nor2_1, 59 x clkdlybuf4s50_1, 47 x a21oi_1"

[cts]
cts_tree = "yes"
cts.repair.resized = 0
cts_buffers = 5
clockBufferDepth = 2
clk_pin_slew_worst_paths_ns = 0.05
clkLatencyLatePin_ns = 0.27
hold_buffers = 0
post_cts_buffers = 0
htree_levels = 2
root_buffer = "clkbuf_16"

[pwr]
power.density_nw_per_um2 = 400.6
cellLeakagePower_nw = 1.799
irDropWorstVdd_mv = 0.6007

[placed_design]
dp_hpwl_um = 9362
gp_congestion = 0.9818
port_buffers = 59

[min_path]
hp-class = "reg2reg"
==> sequential cells by signal, summed over array words and instances (netlist names), 3 cells and up <==
register and cells:
change 3, hex4 3, state 7, hex0 8, prod_flag 6, hex3 8
hex1 8, hex5 4, hex2 8
==> report_power, final <==
part | switching (mW) | internal, mW
clock network | 0.172 | 0.453
registers | 0.0321 | 0.574
logic | 0.394 | 0.248
==> per-stage QoR <==
stage / worst slack (ns) / hold slack [ns] / std cells / power, mW / instance area (sq um)
2_1_floorplan: 1.148 / 0.4154 / 537 / 1.017 / 3820
3_3_place_gp: 0.7439 / 0.4430 / 728 / 1.241 / 4506
3_5_place_dp: 0.7398 / 0.4572 / 728 / 1.244 / 4506
4_1_cts: 0.9114 / 0.4639 / 735 / 1.875 / 4674
5_1_grt: 0.7166 / 0.4925 / 735 / 1.978 / 4674
6_report: 0.8708 / 0.4636 / 735 / 1.872 / 4674
==> final timing paths <==
kind                    start        to  depth (start not counted)
setup / recovery  Dimedb.dff1  state[1]                          4
hold / removal       Bdb.dff1  Bdb.dff2                          1
setup reg to reg  Dimedb.dff1  state[1]                          4
hold reg to reg      Bdb.dff1  Bdb.dff2                          1
==> kinds of logic after synthesis <==
kind of cell    synth area share
buf+inv                  0.07049
latches                   0.1692
compound gates            0.2856
mux                      0.01902
simple gates              0.2905
other cells            0.0009827
xor+xnor                0.006887
flops                     0.1574
==> per-layer routing <==
layer,share of wire,track usage,vias up
li1,-,-,1995
met2,0.43,0.3143,229
met3,0.099,0.03378,26
met1,0.45,0.3136,1940
met5,0,0,-
met4,0.022,0.05714,0
==> synthesized netlist by cell type, types with 6 or more instances <==
cell	count	area (sq um)
buf_2	8	40.04
inv_1	6	22.52
nand2b_1	9	56.30
or3_1	7	43.79
dlxtn_1	43	645.6
a31oi_1	6	37.54
a21oi_1	47	235.2
nand4_1	7	43.79
buf_4	9	67.56
clkbuf_1	31	116.4
nor3_1	24	120.1
nor4_1	8	50.05
dfxtp_1	30	600.6
nand3_1	11	55.05
nor2b_1	27	168.9
nor2_1	70	262.8
o21ai_0	40	200.2
nand2_1	45	168.9
==> cell type report <==
class	instances	area [sq um]
Fill cell	1309	7537
Multi-Input combinational cell	404	2305
Sequential cell	73	1246
Timing Repair Buffer	76	718.2
Tap cell	168	210.2
Clock buffer	6	138.9
Clock inverter	1	30.03
Inverter	7	26.28
==> worst register-to-register path, stage by stage (launching register included) <==
cell and delay, ns:
dfxtp_1 0.33, nor2b_1 0.40, nand3_1 0.54, nor3b_1 0.37
a221o_1 0.14
Power figures rest on the tool's default switching activity, not on a simulated workload.
